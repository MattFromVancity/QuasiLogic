$ cat run.sh
#!/bin/bash
# OpenROAD 26Q1-2900-gdf79404cd8, Yosys 0.63+post, stock flow scripts
make -C /OpenROAD-flow-scripts/flow DESIGN_CONFIG=/design/flow/config.mk WORK_HOME=/design/flow/orfs finish
$ cat design.v
`timescale 1ns/1ps
module packet_router #(
  parameter integer PATH_COUNT = 4,
  parameter integer DATA_WIDTH = 64
)(
  input   wire                                  iClk,
  input   wire                                  iRst,
  input   wire                                  iPktValid,
  input   wire  [DATA_WIDTH-1:0]                iPktData,
  output  wire  [DATA_WIDTH-1:0]                oData,
  output  wire  [PATH_COUNT-1:0]                oDataVld,
  input   wire  [PATH_COUNT-1:0] [31:0]         iRegMatchCriteria
);
reg [PATH_COUNT-1:0] packet_hit;
reg  [PATH_COUNT-1:0] [DATA_WIDTH-1:0]         mem_fifo0;
reg  [PATH_COUNT-1:0] [DATA_WIDTH-1:0]         mem_fifo1;
reg  [PATH_COUNT-1:0] [DATA_WIDTH-1:0]         mem_fifo2;
reg  [PATH_COUNT-1:0] [DATA_WIDTH-1:0]         mem_fifo3;
reg  [PATH_COUNT-1:0] [$clog2(PATH_COUNT):0]   fifo_size;
reg  [PATH_COUNT-1:0] [$clog2(PATH_COUNT)-1:0] fifo_wr_ptr;
reg  [PATH_COUNT-1:0] [$clog2(PATH_COUNT)-1:0] fifo_rd_ptr;
reg  [PATH_COUNT-1:0]                          fifo_rden;
reg  [PATH_COUNT-1:0]                          fifo_wren;
reg [$clog2(PATH_COUNT)-1:0]                      fifo_prev_sel;
reg [$clog2(PATH_COUNT)-1:0]                      fifo_sel;  
reg [DATA_WIDTH-1:0]                      dataOut;
reg [PATH_COUNT-1:0]                      dataOutVld;
genvar i;
generate
  for(i = 0; i < PATH_COUNT; i = i + 1) begin
    always @(*) begin
      packet_hit[i] = (iRegMatchCriteria[i][31:28] == iPktData[DATA_WIDTH-1:DATA_WIDTH-4]) ? iPktValid : 1'b0;
      fifo_wren[i]  = (iRegMatchCriteria[i][31:28] == iPktData[DATA_WIDTH-1:DATA_WIDTH-4]) ? iPktValid : 1'b0;
    end
  end
endgenerate
always @(posedge iClk) begin
  if(iRst) begin
    mem_fifo0[PATH_COUNT-1:0] <= {DATA_WIDTH{1'b0}};
    fifo_size[0]          <= {$clog2(PATH_COUNT){1'b0}};
    fifo_rd_ptr[0]            <= {$clog2(PATH_COUNT){1'b0}};
    fifo_wr_ptr[0]            <= {$clog2(PATH_COUNT){1'b0}};
  end else if(fifo_rden[0] & ~fifo_wren[0]) begin
    fifo_rd_ptr[0]    <= (fifo_rd_ptr[0] + 1'b1) % PATH_COUNT;
    fifo_size[0]  <= fifo_size[0] - 1'b1;
  end else if(~fifo_rden[0] & fifo_wren[0]) begin
    mem_fifo0[fifo_wr_ptr[0]] <= iPktData;
    fifo_wr_ptr[0]    <= (fifo_wr_ptr[0] + 1'b1) % PATH_COUNT;
    fifo_size[0]  <= fifo_size[0] + 1'b1;
  end else if(fifo_rden[0] & fifo_wren[0]) begin
    mem_fifo0[fifo_wr_ptr[0]] <= iPktData;
    fifo_wr_ptr[0]    <= (fifo_wr_ptr[0] + 1'b1) % PATH_COUNT;
    fifo_rd_ptr[0]    <= (fifo_rd_ptr[0] + 1'b1) % PATH_COUNT;
  end
end
always @(posedge iClk) begin
  if(iRst) begin
    mem_fifo1[PATH_COUNT-1:0] <= {DATA_WIDTH{1'b0}};
    fifo_size[1]          <= {$clog2(PATH_COUNT){1'b0}};
    fifo_rd_ptr[1]            <= {$clog2(PATH_COUNT){1'b0}};
    fifo_wr_ptr[1]            <= {$clog2(PATH_COUNT){1'b0}};
  end else if(fifo_rden[1] & ~fifo_wren[1]) begin
    fifo_rd_ptr[1]    <= (fifo_rd_ptr[1] + 1'b1) % PATH_COUNT;
    fifo_size[1]  <= fifo_size[1] - 1'b1;
  end else if(~fifo_rden[1] & fifo_wren[1]) begin
    mem_fifo1[fifo_wr_ptr[1]] <= iPktData;
    fifo_wr_ptr[1]    <= (fifo_wr_ptr[1] + 1'b1) % PATH_COUNT;
    fifo_size[1]  <= fifo_size[1] + 1'b1;
  end else if(fifo_rden[1] & fifo_wren[1]) begin
    mem_fifo1[fifo_wr_ptr[1]] <= iPktData;
    fifo_wr_ptr[1]    <= (fifo_wr_ptr[1] + 1'b1) % PATH_COUNT;
    fifo_rd_ptr[1]    <= (fifo_rd_ptr[1] + 1'b1) % PATH_COUNT;
  end
end
always @(posedge iClk) begin
  if(iRst) begin
    mem_fifo2[PATH_COUNT-1:0] <= {DATA_WIDTH{1'b0}};
    fifo_size[2]          <= {$clog2(PATH_COUNT){1'b0}};
    fifo_rd_ptr[2]            <= {$clog2(PATH_COUNT){1'b0}};
    fifo_wr_ptr[2]            <= {$clog2(PATH_COUNT){1'b0}};
  end else if(fifo_rden[2] & ~fifo_wren[2]) begin
    fifo_rd_ptr[2]    <= (fifo_rd_ptr[2] + 1'b1) % PATH_COUNT;
    fifo_size[2]  <= fifo_size[2] - 1'b1;
  end else if(~fifo_rden[2] & fifo_wren[2]) begin
    fifo_wr_ptr[2]    <= (fifo_wr_ptr[2] + 1'b1) % PATH_COUNT;
    fifo_size[2]  <= fifo_size[2] + 1'b1;
    mem_fifo2[fifo_wr_ptr[2]] <= iPktData;
  end else if(fifo_rden[2] & fifo_wren[2]) begin
    mem_fifo2[fifo_wr_ptr[2]] <= iPktData;
    fifo_wr_ptr[2]    <= (fifo_wr_ptr[2] + 1'b1) % PATH_COUNT;
    fifo_rd_ptr[2]    <= (fifo_rd_ptr[2] + 1'b1) % PATH_COUNT;
  end
end
always @(posedge iClk) begin
  if(iRst) begin
    mem_fifo3[PATH_COUNT-1:0] <= {DATA_WIDTH{1'b0}};
    fifo_size[3]          <= {$clog2(PATH_COUNT){1'b0}};
    fifo_rd_ptr[3]            <= {$clog2(PATH_COUNT){1'b0}};
    fifo_wr_ptr[3]            <= {$clog2(PATH_COUNT){1'b0}};
  end else if(fifo_rden[3] & ~fifo_wren[3]) begin
    fifo_rd_ptr[3]    <= (fifo_rd_ptr[3] + 1'b1) % PATH_COUNT;
    fifo_size[3]  <= fifo_size[3] - 1'b1;
  end else if(~fifo_rden[3] & fifo_wren[3]) begin
    fifo_wr_ptr[3]    <= (fifo_wr_ptr[3] + 1'b1) % PATH_COUNT;
    fifo_size[3]  <= fifo_size[3] + 1'b1;
    mem_fifo3[fifo_wr_ptr[3]] <= iPktData;
  end else if(fifo_rden[2] & fifo_wren[3]) begin
    mem_fifo3[fifo_wr_ptr[3]] <= iPktData;
    fifo_wr_ptr[3]    <= (fifo_wr_ptr[3] + 1'b1) % PATH_COUNT;
    fifo_rd_ptr[3]    <= (fifo_rd_ptr[3] + 1'b1) % PATH_COUNT;
  end
end
always @(posedge iClk) begin
  if(iRst) begin
    fifo_prev_sel[PATH_COUNT-1:0] <= {PATH_COUNT{1'b0}};
  end else begin
    fifo_prev_sel          <= fifo_sel;
  end
end
always @(*) begin
  fifo_sel = (fifo_prev_sel + 1'b1);
  for(integer i = 0; i < PATH_COUNT; i++) begin
    if(fifo_size[fifo_sel] == 0) begin
      fifo_sel = fifo_sel + 1'b1;
    end
  end
end
genvar fifo_idx;
generate
  for(fifo_idx = 0; fifo_idx < PATH_COUNT; fifo_idx++)
    assign fifo_rden[fifo_idx] = (fifo_size[fifo_idx] > 0) && (fifo_sel == fifo_idx) ? 1'b1 : 1'b0;
endgenerate
always @(posedge iClk) begin
  if(iRst) begin
    dataOut[DATA_WIDTH-1:0] <= {DATA_WIDTH{1'b0}};
    dataOutVld              <= {PATH_COUNT{1'b0}};
  end else begin
    dataOut[DATA_WIDTH-1:0] <= (fifo_sel == 0 ? mem_fifo0[fifo_rd_ptr[0]] : (fifo_sel == 1 ? mem_fifo1[fifo_rd_ptr[1]] : (fifo_sel == 2 ? mem_fifo2[fifo_rd_ptr[2]] : mem_fifo3[fifo_rd_ptr[3]])));
    dataOutVld              <= fifo_rden;
  end
end
assign oData    = dataOut;
assign oDataVld = dataOutVld;
endmodule : packet_router
$ cat constraint.sdc
current_design packet_router

set clk_period 10.7
set clk_io_pct 0.2

create_clock -name clk0 -period $clk_period [get_ports {iClk}]

set non_clock_inputs [all_inputs -no_clocks]
set_input_delay [expr $clk_period * $clk_io_pct] -clock clk0 $non_clock_inputs
set_output_delay [expr $clk_period * $clk_io_pct] -clock clk0 [all_outputs]
$ cat config.mk
export PLATFORM = sky130hd
export DESIGN_NAME = packet_router
export DESIGN_NICKNAME = packet_router
export VERILOG_FILES = /design/flow/design.v
export SDC_FILE = /design/flow/constraint.sdc
export NUM_CORES = 4
export LEC_CHECK = 1
export CORE_UTILIZATION = 40
==> metrics.csv <==
stage,metric,value,unit
status,status,"complete, no violations",
clocking,Skew-Pair Late Insertion Delay,0.73,ns
clocking,CTS-repair resized insts,0,
clocking,number of buffers added by the clock tree synthesis step,115,
global_route,vias in the first global route,35400,
final_timing,summed negative setup slack over all endpoints,0,ns
floorplan,starting density of the core,0.403,
finish,area of all placed cells without fillers,51500,um2
route,post-detailed-route DRC marker count,0,
place,routability congestion estimate,0.824,
synth,distinct lib cells,56,
clocking,number of buffers inserted to repair setup after CTS,0,
finish,layout overhead on the synthesized area,13.6,%
run,total tool warning count,161,
final_timing,slew at the pin closest to its max-slew limit,1.04,ns
final_timing,Slew Limit Headroom,0.304,
route,DR vias,35600,
setup_path,required arrival time at the worst endpoint,11.33,ns
clocking,number of H-tree levels,3,
synth,post-synthesis async set-or-reset flop share,0,
synth,sequential-to-total area share from yosys stat,0.495,
setup_path,reg-to-reg endpoint,mem_fifo0[49],
final_timing,pins over their slew limit,0,
synth,netlist area before placement,45400,um2
final_timing,minimum period implied by the final worst setup slack,6.38,ns
global_route,Total GRT Usage,0.263,
worst_hold_path,worst hold stages,2,
global_route,global-route wire length before repair,222000,um
place,Area after DPL,47600,um2
route,wire length after detailed routing,146000,um
final_timing,final worst path period share,0.596,
finish,proportion of layout cells with a drive suffix above 1,0.135,
worst_hold_path,hold endpoint,mem_fifo0[19],
synth,top flip-flop cell by instance count after synthesis,dfxtp_1,
synth,Synth Warn #,7,
synth,number of synthesized flops with an enable pin,0,
global_route,total congestion overflow after global routing,0,
setup_path,"reg-to-reg slack, setup",5.76,ns
synth,number of cells in Yosys stat,4422,
place,placed wire-length estimate after detailed placement,79500,um
synth,area of the synthesized netlist per yosys stat,45400,um2
final_timing,number of failing hold endpoints at the final stage,0,
worst_hold_path,launch point of the worst hold path,mem_fifo0[19],
finish,number of fill cells in the layout,10100,
setup_path,RR Startpoint,fifo_size[3],
place,Port Buffers,150,
pwr,worst IR drop on VDD,0.353,mV
route,via/cell ratio,6.05,
floorplan,standard-cell rows,123,
floorplan,Core ar.,112000,um2
floorplan,count of boundary I/O pins,263,
clocking,number of sinks on the clock net,1122,
final_timing,Final setup violation count,0,
synth,gate count after technology mapping,4422,
synth,Post-synth regs,1122,
global_route,pin count of the biggest net entering global routing,138,
setup_path,type of origin of the critical path,primary input,
setup_path,worst setup path class,in -> reg,
clocking,post-CTS clock slew at the launch and capture registers of the worst setup and hold paths,0.06,ns
synth,average footprint of a synthesized cell,10.3,um2
clocking,TritonCTS clock tree,done,
worst_hold_path,hold crit path type,reg -> reg,
floorplan,die area,115000,um2
pwr,Pwr per Cell Area,206,nW/um2
clocking,maximum buffer depth of the clock tree,3,
setup_path,crit-path max FO,28,
route,WL/cell,24.8,um
final_timing,unrepaired setup endpoints after global routing,false,
setup_path,crit path capture type,flip-flop,
global_route,initial antenna violation count,5,
pwr,leakage power of the design,17.6,nW
clocking,Post-CTS Hold Buffers,0,
route,number of DRC markers in iteration 0,3032,
floorplan,horizontal extent of the die,339,um
final_timing,peak clock frequency supported by timing,157,MHz
floorplan,vertical die dimension,339,um
setup_path,"Arr. time, crit path",7.01,ns
final_timing,setup skew after layout,0.0346,ns
run,Max Cap Violations,0,
route,DRT Pass-1 Iters,5,
clocking,buffer cell driving the clock tree root,clkbuf_16,
route,antenna violation net count after detailed routing,0,
setup_path,number of cells on the worst reg-to-reg path,12,
[cells in the final DEF, fill, tap and decap left out, drive strengths merged, types with 3 or more instances in the layout]
master         instances
nand4                  3
mux2i                 24
mux4                 256
nand2                215
nand2b                 3
or3                   10
xnor2                 11
o22ai                  5
o21ai                 28
and3                   5
and2                   3
a21oi                218
nor2                 701
nor3                  55
buf                   95
ha                    28
inv                   35
clkdlybuf4s50        149
a31oi                  6
clkbuf               185
nor4b                  3
clkinv                16
dfxtp               1122
nor2b                 70
a221o                 44
nand3                202
a22oi                593
a22o                 257
fa                     4
xor2                  19
[sequential cells by signal, indices dropped and copies added (netlist names)]
| register | count |
|---|---|
| fifo_prev_sel | 2 |
| dataOut | 64 |
| mem_fifo2 | 256 |
| mem_fifo0 | 256 |
| fifo_size | 12 |
| fifo_rd_ptr | 8 |
| mem_fifo1 | 256 |
| fifo_wr_ptr | 8 |
| dataOutVld | 4 |
| mem_fifo3 | 256 |
[cells by family (layout without fill, tap and decap cells)]
logic type	after synthesis	after routing	share of synthesized area
AND/OR/NAND/NOR	1278	1278	0.120
AND-OR/OR-AND	1162	1162	0.189
flip-flops	1122	1122	0.495
buffers and inverters	516	482	0.0479
multiplexers	282	282	0.133
adder cells (fa/ha/maj)	32	32	0.00949
XOR/XNOR	30	30	0.00579
other	0	2	0
[metrics by stage]
| stage | hold slack (ns) | utilization | std cells | worst slack [ns] | power, W |
|---|---|---|---|---|---|
| 2_1_floorplan | 0.429 | - | 4422 | 5.73 | 0.00571 |
| 3_3_place_gp | 0.435 | 0.423 | 5680 | 3.63 | 0.00660 |
| 3_5_place_dp | 0.442 | 0.423 | 5680 | 3.61 | 0.00659 |
| 4_1_cts | 0.452 | 0.458 | 5888 | 4.35 | 0.0106 |
| 5_1_grt | 0.466 | 0.458 | 5889 | 4.09 | 0.0110 |
| 6_report | 0.449 | 0.458 | 5890 | 4.32 | 0.0106 |
[worst max-delay path: stages]
cell	delay, ns
clkdlybuf4s50_1	0.92
inv_1	0.18
a22o_1	0.26
or4_1	0.56
ha_1	0.26
o21ba_2	0.48
nor2b_1	0.29
nand2_1	0.14
nor2_4	0.52
buf_4	0.44
buf_4	0.52
a22oi_1	0.13
nor2_1	0.12
[final cells by class]
type / count / area [um2] / area share
sequential: 1122 / 22500 / 0.437
multi-input combinational: 2784 / 20900 / 0.406
clock buffer: 185 / 3610 / 0.0702
timing repair buffer: 244 / 2220 / 0.0432
tap: 1500 / 1880 / 0.0364
clock inverter: 23 / 260 / 0.00505
inverter: 30 / 115 / 0.00223
antenna: 2 / 5.00 / 0.0000971
[cell usage after synthesis (26+ instances only)]
cell / instances / area [um2]
a21oi_1: 217 / 1090
inv_1: 28 / 105
buf_1: 26 / 97.6
a221o_1: 44 / 440
nor2b_1: 70 / 438
nor2_1: 701 / 2630
a22o_1: 257 / 2250
nand2_1: 215 / 807
ha_1: 28 / 350
nor3_1: 50 / 250
a22oi_1: 593 / 4450
clkbuf_1: 384 / 1440
dfxtp_1: 1122 / 22500
nand3_1: 202 / 1010
buf_2: 43 / 215
mux4_2: 256 / 5770
[worst max path at each step]
stage	from	to	slack, ns	depth (start not counted)
6_report	iPktData[61]	mem_fifo1[214]	4.32	13
5_1_grt	iPktData[61]	mem_fifo1[214]	4.09	13
4_1_cts	iPktData[61]	mem_fifo1[223]	4.35	13
[metal layers]
metal | routed length (um) | track usage | vias up
li1 | - | - | 16000
met1 | 60200 | 0.378 | 17600
met2 | 65600 | 0.387 | 1668
met3 | 15900 | 0.0983 | 296
met4 | 4260 | 0.0699 | 8
met5 | 178 | 0.0113 | -
[power by group]
part,leakage [nW],internal [W],switching [W]
Clock,1.92,0.00236,0.00171
Sequential,9.05,0.00428,0.000104
Combinational,6.65,0.000694,0.00146
Power is estimated from default activity; no workload was simulated.
